==> flow/design.v <==
module Smg(
    input wire d_m,            
    input wire [15:0] fee,     
    input wire [15:0] distance,   
	 input wire [15:0] s_fee,   
	 input wire [15:0] g_fee,   
    input wire [2:0] Bit_Sel,     
	 input wire [1:0] Sel,
    output reg [7:0] Seg,     
    output reg [2:0] AN       
);
    reg [3:0] Data_now;       
    initial 
    begin 
        Data_now = 4'b0;     
        Seg = 8'b0;    
    end
    always @(*)    
    begin
        case(Bit_Sel)
            3'b000: AN<=3'b000;     
            3'b001: AN<=3'b001;     
            3'b010: AN<=3'b010;     
            3'b011: AN<=3'b011;     
				3'b100: AN<=3'b100;     
            3'b101: AN<=3'b101;     
            3'b110: AN<=3'b110;     
            3'b111: AN<=3'b111;     
            default: AN<=3'b111;   
        endcase
    end
    always @(*)     
    begin
        if(d_m)    
        begin
            case(Bit_Sel)
                3'b000: Data_now[3:0] <= fee[15:12];    
                3'b001: Data_now[3:0] <= fee[11:8];     
                3'b010: Data_now[3:0] <= fee[7:4];      
                3'b011: Data_now[3:0] <= fee[3:0];      
					 3'b100: Data_now[3:0] <= distance[15:12];    
                3'b101: Data_now[3:0] <= distance[11:8];     
                3'b110: Data_now[3:0] <= distance[7:4];      
                3'b111: Data_now[3:0] <= distance[3:0];      
                default: Data_now[3:0] <= distance[3:0];    
            endcase
        end
        else    
        begin
			   case(Bit_Sel)
					 3'b000: Data_now[3:0] <= s_fee[15:12];    
                3'b001: Data_now[3:0] <= s_fee[11:8];     
                3'b010: Data_now[3:0] <= s_fee[7:4];      
                3'b011: Data_now[3:0] <= s_fee[3:0];      
					 3'b100: Data_now[3:0] <= g_fee[15:12];       
					 3'b101: Data_now[3:0] <= g_fee[11:8];        
					 3'b110: Data_now[3:0] <= g_fee[7:4];         
					 3'b111: Data_now[3:0] <= g_fee[3:0];         
               default: Data_now[3:0] <= s_fee[3:0];    
			  endcase
		  end
	 end
	 always @(*)
	 begin
	  begin 
			case(Data_now[3:0])
				 4'b0000: Seg[7:0] <= 8'b0011_1111;
				 4'b0001: Seg[7:0] <= 8'b0000_0110;
				 4'b0010: Seg[7:0] <= 8'b0101_1011;
				 4'b0011: Seg[7:0] <= 8'b0100_1111;
				 4'b0100: Seg[7:0] <= 8'b0110_0110;
				 4'b0101: Seg[7:0] <= 8'b0110_1101;
				 4'b0110: Seg[7:0] <= 8'b0111_1101;
				 4'b0111: Seg[7:0] <= 8'b0000_0111;
				 4'b1000: Seg[7:0] <= 8'b0111_1111;
				 4'b1001: Seg[7:0] <= 8'b0110_1111;
				 default: Seg[7:0] <= 8'b0100_0000;   
			endcase
	  end   
    end
endmodule
==> flow/run.sh <==
#!/bin/bash
# OpenROAD 26Q1-2900-gdf79404cd8, Yosys 0.63+post, stock flow scripts
make -C /OpenROAD-flow-scripts/flow DESIGN_CONFIG=/design/flow/config.mk WORK_HOME=/design/flow/orfs finish
==> flow/config.mk <==
export PLATFORM = sky130hd
export DESIGN_NAME = Smg
export DESIGN_NICKNAME = Smg
export VERILOG_FILES = /design/flow/design.v
export SDC_FILE = /design/flow/constraint.sdc
export NUM_CORES = 4
export LEC_CHECK = 1
export CORE_AREA = 10 10 96 96
export DIE_AREA = 0 0 106 106
==> flow/constraint.sdc <==
current_design Smg

set clk_period 3.5
set clk_io_pct 0.2

create_clock -name clk0 -period $clk_period

set non_clock_inputs [all_inputs -no_clocks]
set_input_delay [expr $clk_period * $clk_io_pct] -clock clk0 $non_clock_inputs
set_output_delay [expr $clk_period * $clk_io_pct] -clock clk0 [all_outputs]
==> out/qor.log <==
[logic_synthesis] part of the Yosys area used for sequential elements 0
[logic_synthesis] Yosys top cell area share 0.125
[logic_synthesis] most frequently used cell type in the post-synthesis netlist sky130_fd_sc_hd__mux2i_1
[floorplan] overall chip area 11200 um2
[drt] count of vias placed by the detailed router 1256
[layout] Reg area 0 um2
[timing] setup repair after global routing missed its margin true
[setup_path] Required @ worst endpoint 2.80 ns
[power] leak pwr 0.904 nW
[placed_design] worst-case setup slack after placement -0.720 ns
[layout] Area growth syn-to-layout 131%
[drt] iteration-0 DRC count of the detailed router 47
[hold_path] worst min path class in2out
[setup_path] Critical Path Start s_fee[5]
[setup_path] worst stage delay on the critical path 0.46 ns
[timing] final-layout setup total negative slack 0 ns
[logic_synthesis] yosys stat area 958 um2
[flow_run] max-cap violations 0
[power] worst vdd rail ir drop 0.0411 mV
[global_route] pin count of the biggest net entering global routing 19
[timing] final period utilization 0.972
[setup_path] Setup crit start kind primary input
[layout] final sequential cell count 0
[drt] wirelength, routed 4.54 mm
[status] status complete, no violations
[logic_synthesis] top cells by area, synth sky130_fd_sc_hd__mux2i_1 13%, sky130_fd_sc_hd__ha_1 9.1%, sky130_fd_sc_hd__buf_4 7.0%
[setup_path] peak fanout along the critical path 3
[layout] fraction of final layout cells sized beyond drive strength 1 0.335
[timing] final hold slack 2.06 ns
[setup_path] endpoint type of the worst setup path primary output
[logic_synthesis] Ys Warns 1
[placed_design] weighted congestion at the end of routability-driven global placement 0.845
[timing] number of max-slew violations in the final report 0
[logic_synthesis] Distinct cells, synth 40
[layout] Post-Route Utilization 0.307
[setup_path] cells along the critical path clkdlybuf4s50_1 -> mux2_2 -> o22ai_2 -> a2111oi_2 -> or2_4 -> buf_6 -> ha_2 -> nand2_1 -> a21o_1 -> dlygate4sd2_1
[power] power density over cell area 141 nW/um2
[floorplan] I/O pin total 81
[placed_design] number of placed instances with taps included 303
[drt] DRC violation count after routing 0
[global_route] GRT Total Usage 0.0762
[flow_run] tally of OpenROAD warnings 41
[drt] number of iterations in the first detailed-routing pass 4
[drt] number of nets still failing antenna checks after routing 0
[logic_synthesis] post-synthesis average cell area 8.19 um2
[floorplan] floorplan die height 106 um
[global_route] antenna violations before repair 1
[drt] number of vias per cell 3.99
[hold_path] launch point of the worst hold path Bit_Sel[0]
[setup_path] CP arrival 2.70 ns
[floorplan] Horiz. Die Dim 106 um
[global_route] total gr overflow 0
[layout] non-filler cells, final 315
[logic_synthesis] leading post-synthesis cells by instance count 12 x sky130_fd_sc_hd__mux2i_1, 10 x sky130_fd_sc_hd__nor2_1, 9 x sky130_fd_sc_hd__buf_4, 9 x sky130_fd_sc_hd__inv_1, 8 x sky130_fd_sc_hd__o21ai_0
[logic_synthesis] library cell occupying the most area in the post-synthesis netlist sky130_fd_sc_hd__mux2i_1
[timing] crit path setup slack, layout 0.0981 ns
[layout] final-layout clock buffer total 0
[drt] wire length per cell 14.4 um
[placed_design] quantity of I/O buffers inserted on ports 78
[global_route] wire length of the first global-routing pass 6.95 mm
[floorplan] # rows 31
[timing] final count of negative-setup-slack endpoints 0
[logic_synthesis] cell area after synthesis 958 um2
[floorplan] Initial Util 0.133
[floorplan] total core area 7210 um2
[logic_synthesis] number of cell instances after yosys synthesis 117
[timing] upper clock frequency limit 294 MHz
[setup_path] worst-path cell with the longest stage delay sky130_fd_sc_hd__clkdlybuf4s50_1
[setup_path] Crit Path Class in2out
[timing] min Tclk post-route 3.40 ns
[logic_synthesis] synthesized instance count 117
[timing] Final Hold Viols 0
[placed_design] detailed placement HPWL 3.81 mm
[global_route] number of global-route vias before repair 1334
[cells in the final DEF (no fill, tap or decap), types with 4 or more instances in the layout]
cell type,count
sky130_fd_sc_hd__buf_4,20
sky130_fd_sc_hd__dlygate4sd2_1,12
sky130_fd_sc_hd__o21ai_0,7
sky130_fd_sc_hd__mux4_2,4
sky130_fd_sc_hd__dlymetal6s2s_1,4
sky130_fd_sc_hd__mux2i_1,12
sky130_fd_sc_hd__inv_1,6
sky130_fd_sc_hd__buf_6,9
sky130_fd_sc_hd__clkdlybuf4s50_1,57
sky130_fd_sc_hd__nor2_1,9
sky130_fd_sc_hd__a21oi_1,4
[repair_timing]
action / CTS / global route
hold buffers: 0 / 0
setup endpoints to repair: 7 / 7
gates cloned: 1 / 1
pin swaps: 13 / 15
setup buffers: 0 / 9
resized: 54 / 23
[final cells by class]
cell class         instances  area, um2
multi-input cells         96        958
diodes                     1       2.50
fillers                  751       5000
well taps                 99        124
repair buffers           110       1090
inverters                  9       36.3
[per-layer routing]
| metal | wire length, um | track usage | vias up | part of all wire |
|---|---|---|---|---|
| met5 | 0 | 0 | - | 0 |
| met4 | 72 | 0.0106 | 0 | 0.016 |
| met3 | 362 | 0.0245 | 4 | 0.080 |
| met2 | 2220 | 0.130 | 47 | 0.49 |
| met1 | 1880 | 0.0933 | 570 | 0.41 |
| li1 | - | - | 635 | - |
[cells by family (layout without fill, tap and decap cells)]
family,Yosys count,in the layout,share of synthesized area
AOI/OAI and AO/OA,39,39,0.349
adders and majority gates,7,7,0.0914
buffers and inverters,21,119,0.128
muxes,18,18,0.251
other,1,2,0.00391
and+or+nand+nor,31,31,0.178
[path summary, 6_finish.rpt]
kind              endpoint  slack [ns]  cells after the start
hold / removal       AN[0]        2.06                      3
setup / recovery    Seg[6]         0.1                     10
[worst max-delay path, delay by kind of cell]
family	cells	cell delay, ns
and+or+nand+nor	2	0.28
AOI/OAI and AO/OA	3	0.59
buffers and inverters	3	0.80
muxes	1	0.16
adders and majority gates	1	0.16
[per-stage QoR]
stage	area, um2	power [W]
floorplan	958	0.000119
global placement	1940	0.000276
detailed placement	1940	0.000277
CTS	2040	0.000291
global route	2220	0.000343
finish	2220	0.000313
[power by group]
group / switching [W] / internal (W) / total [W]
Clock: 0 / 0.0000000000382 / 0.0000000000382
Combinational: 0.000114 / 0.000200 / 0.000313
Sequential: 0 / 0 / 0
Total: 0.000114 / 0.000200 / 0.000313
Power figures rest on the tool's default switching activity, not on a simulated workload.
