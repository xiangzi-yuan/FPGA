File: ./design.v
module Refresh(
    input wire clk_M,     
    output reg [2:0] Bit_Sel   
);
    integer counter = 0;
    initial begin Bit_Sel <= 3'b000; end    
    always@(posedge clk_M)     
        begin
            counter <= counter + 1;    
            if(counter == 100000)    
            begin 
                Bit_Sel <= Bit_Sel + 3'b001;    
                counter <= 0;    
            end
        end
endmodule
File: ./run.sh
#!/bin/bash
# OpenROAD 26Q1-2900-gdf79404cd8, Yosys 0.63+post, stock flow scripts
make -C /OpenROAD-flow-scripts/flow DESIGN_CONFIG=/design/flow/config.mk WORK_HOME=/design/flow/orfs finish
File: ./config.mk
export PLATFORM = sky130hd
export DESIGN_NAME = Refresh
export DESIGN_NICKNAME = Refresh
export VERILOG_FILES = /design/flow/design.v
export SDC_FILE = /design/flow/constraint.sdc
export NUM_CORES = 4
export LEC_CHECK = 1
export CORE_AREA = 10 10 109 109
export DIE_AREA = 0 0 119 119
File: ./constraint.sdc
current_design Refresh

set clk_period 4.3
set clk_io_pct 0.2

create_clock -name clk0 -period $clk_period [get_ports {clk_M}]

set non_clock_inputs [all_inputs -no_clocks]
set_input_delay [expr $clk_period * $clk_io_pct] -clock clk0 $non_clock_inputs
set_output_delay [expr $clk_period * $clk_io_pct] -clock clk0 [all_outputs]
==> run summary <==
Slowest-stage cell, CP - clkdlybuf4s50_1
Min-delay src - counter[31]
Req. time, crit path - 3440 ps
Longest Clk Path Bufs - 2
WP buf/inv - 1
Post-CTS Setup Bufs - 0
Post-CTS Hold Buffers - 0
Layout cells sized above 1 - 9.938%
Seq/Total Area, Yosys - 47.87%
Setup TNS - 0 ps
Syn_area_per_cell - 10.11 um^2
Async SR Flop Fraction - 0%
Leakage - 0.5767 nW
Final Max Tran Viols - 0
Routed WL - 2.651 mm
Placed cell count - 286
I/O Pins - 4
R2R cell count - 5
Hold path cells - 1
Power Density - 315.7 nW/um^2
Actual slew at the worst max-slew pin - 894.2 ps
CP Cell Sequence - clkdlybuf4s50_1
Syn Inst Count - 151
Crit Path Category - flip-flop to output pin
Post-Place Cell Area - 1718 um^2
Layout area overhead - 18.52%
Tally of max-capacitance violations - 0
Pre-antenna DRT Iters - 4
Post-route antenna net violation count - 0
Synth cell types - 26
Cell Rows - 36
Post-layout period usage - 47.37%
Reg clk slew, reported paths - 70 ps
Final clock skew - 8.326 ps
Hold endpoint - counter[31]
Clock sink count - 35
Root Buffer - clkbuf_8
Worst-path maximum fanout - 3
Max Fclk - 0.4909 GHz
Reg2Reg Setup Slack - 2340 ps
Crit start category - flip-flop
Latency at later pin - 290 ps
Endpoints failing setup - 0
RSZ-0062 raised after global routing - no
First-pass GRT wire length - 4.602 mm
Initial DRC count - 44
Init Core Util - 15.84%
Yosys cell count - 151
DRC Markers - 0
Min cycle time layout - 2037 ps
Die X - 119 um
Post-DP HPWL - 1.834 mm
DIE AREA - 14,160 um^2
Worst Hold Class - flip-flop to flip-flop
Total number of yosys warnings - 1
PortBufs - 3
RR Startpoint - counter[0]
Via-per-instance ratio - 3.687
Synthesized cell area - 1526 um^2
GRT Util Overall - 3.705%
ANT cells - 0
Ys flops - 35
DIE HEIGHT - 119 um
Post-DR wirelength/cell - 9.017 um
Tool warnings - 26
Critical Path AT - 1180 ps
Final GP Congestion - 0.8728
Worst setup EP type - output pin
Core box area - 9639 um^2
Worst VDD drop - 0.1343 mV
Total number of vias - 1,084
Slew margin rel. - 40.06%
EDFF count, synth - 3
CP peak stage delay - 500 ps
Yosys stat area - 1526 um^2
CTS Buf Count - 5
Largest net degree at the start of global routing - 13
CTS tree - yes
Initial antenna violation count - 0
Grt ovf - 0
Vias in the first global route - 980
CTS resizes - 0
Tot Pwr - 0.5711 mW
Final hold violations - 0
Status - complete, no violations
H-tree Lvls - 2
Main flop type - dfxtp_1
Final Cell Area - 1809 um^2
CP top delay family - buffers and inverters
Non-filler cells, final - 294
R2R Path End - Bit_Sel[2]
-- logic make-up after synthesis --
| kind of cell | synth area share, % |
|---|---|
| AND/OR/NAND/NOR | 30.57 |
| flip-flops | 47.87 |
| XOR/XNOR | 17.79 |
| buffers and inverters | 1.311 |
| adder cells (fa/ha/maj) | 2.459 |
-- placed cells by master (no fill, tap or decap), drive strengths merged --
cell type / count
clkinv: 1
nor4: 9
ha: 3
xnor2: 25
nor2: 13
nor2b: 1
clkdlybuf4s50: 3
inv: 4
edfxtp: 3
xor2: 6
and2: 1
clkbuf: 7
nor4b: 1
nor3: 7
dfxtp: 32
nand3: 14
nand4: 11
and4: 1
and3: 6
nand2: 13
-- area by class of cell --
cell class              count  area, um^2
clock inverters             1       5.005
fillers                  1063        7830
multi-input cells         111       775.7
clock buffers               7       86.33
flip-flops and latches     35       730.7
inverters                   4       15.01
well taps                 133       166.4
repair buffers              3       30.03
-- sequential cells by signal, indices dropped and copies added (netlist names) --
name     cells
counter     32
Bit_Sel      3
-- cell usage after synthesis, types with 2 or more instances --
cell type  instances  area [um^2]
and3_1             5        31.28
dfxtp_1           32        640.6
edfxtp_1           3        90.09
ha_1               3        37.54
inv_1              4        15.01
nand2_1           13        48.80
nand3_1           13        65.06
nand4_1            9        56.30
nor2_1            12        45.04
nor3_1             6        30.03
nor4_1             6        37.54
nor4_4             2        42.54
xnor2_1           25        219.0
xor2_1             6        52.55
-- where the power goes --
| part | switching, mW | leakage (nW) | internal (mW) |
|---|---|---|---|
| sequential | 0 | 0.292 | 0.328 |
| combinational | 0 | 0.236 | 0 |
| clock | 0.114 | 0.0482 | 0.129 |
| total | 0.114 | 0.577 | 0.457 |
-- worst max-delay path by stage --
stage	startpoint	slack [ps]	to	cells after the start
6_report	Bit_Sel[0]	2260	Bit_Sel[0]	1
5_1_grt	Bit_Sel[0]	2200	Bit_Sel[0]	1
4_1_cts	Bit_Sel[0]	2230	Bit_Sel[0]	1
-- layer usage --
layer | up-vias | global-route usage [%] | share of wire, %
met4 | 0 | 0.8397 | 2.8
met3 | 5 | 0.8633 | 3.7
met2 | 19 | 5.429 | 42
li1 | 548 | - | -
met1 | 512 | 5.420 | 51
met5 | - | 0 | 0
-- per-stage QoR --
stage / setup slack (ps) / util, % / hold slack (ps)
after CTS: 2225 / 18.77 / 475.1
final: 2263 / 18.77 / 466.5
after global routing: 2200 / 18.77 / 505.4
after global placement: 2379 / 17.82 / 452.4
after floorplan: 2640 / - / 435.0
after detailed placement: 2340 / 17.82 / 459.1
Power figures rest on the tool's default switching activity, not on a simulated workload.
