==> flow/design.v <==
module refresh(
    input wire clk_M,     
    output reg [2:0] Bit_Sel   
);
    integer counter = 0;
    initial begin Bit_Sel <= 3'b000; end    
    always@(posedge clk_M)     
        begin
            counter <= counter + 1;    
            if(counter == 100000)    
            begin 
                Bit_Sel <= Bit_Sel + 3'b001;    
                counter <= 0;    
            end
        end
endmodule
==> flow/run.sh <==
#!/bin/bash
# OpenROAD 26Q1-2900-gdf79404cd8, Yosys 0.63+post, stock flow scripts
make -C /OpenROAD-flow-scripts/flow DESIGN_CONFIG=/design/flow/config.mk WORK_HOME=/design/flow/orfs finish
==> flow/config.mk <==
export PLATFORM = sky130hd
export DESIGN_NAME = refresh
export DESIGN_NICKNAME = refresh
export VERILOG_FILES = /design/flow/design.v
export SDC_FILE = /design/flow/constraint.sdc
export NUM_CORES = 4
export LEC_CHECK = 1
export CORE_AREA = 10 10 109 109
export DIE_AREA = 0 0 119 119
==> flow/constraint.sdc <==
current_design refresh

set clk_period 4.3
set clk_io_pct 0.2

create_clock -name clk0 -period $clk_period [get_ports {clk_M}]

set non_clock_inputs [all_inputs -no_clocks]
set_input_delay [expr $clk_period * $clk_io_pct] -clock clk0 $non_clock_inputs
set_output_delay [expr $clk_period * $clk_io_pct] -clock clk0 [all_outputs]
==> impl_metrics.tcl <==
# flow metrics
set metrics [dict create \
    fin_cells 294 \
    hpwl_um 1830 \
    slew_violations 0 \
    warnings 26 \
    routed_wl_um 2650 \
    endpoint_kind "output port" \
    layout_top_cell "dfxtp_1" \
    fp.dieW_um 119 \
    synth_warnings 1 \
    met3_length_um 97 \
    die_h_um 119 \
    timing_worst_slew_pin_value_ns 0.894 \
    syn-instance-count 151 \
    regToRegStartpoint "counter[0]" \
    cts.clk_slew.worst_paths_ns 0.07 \
    dr.max_layer_used "met4" \
    ir_drop_mv 0.134 \
    status "finished, final reports clean" \
    syn_area_um2 1530 \
    numCtsBuffers 5 \
    setup_viol 0 \
    leakage_nw 0.577 \
    fmax_mhz 491 \
    fin_crit_ns 2.04 \
    gp_congestion 0.873 \
    crit_path_start_kind "flip-flop" \
    switching_share_pct 20.0 \
    syn_to_final_growth_pct 18.5 \
    critical_path_class "flip-flop to output port" \
    placed_cells_incl_taps 286 \
    place_area_um2 1720 \
    clock-skew-final_ns 0.00833 \
    numSynthFlops 35 \
    clk_latency_ns 0.29 \
    rrSetupSlack_ns 2.34 \
    die_area_um2 14200 \
    first_global_vias 980 \
    hold_slack_ns 0.467 \
    path_buffers 1 \
    wl_per_cell_um 9.02 \
    powerDensity_nw_per_um2 316 \
    ant_nets 0 \
    cp.arrival_ns 1.18 \
    p_seq_share_pct 57.4 \
    critPathRequiredTime_ns 3.44 \
    grt.total_usage_pct 3.70 \
    postCtsSetupBuffers 0 \
    m1WireLength_um 1360 \
    worst_slack_ns 2.26 \
    placementRows 36 \
    reg2reg_to "Bit_Sel[2]" \
    htreeDepth 2 \
    rr_worst_depth 5 \
    pin_count 4 \
    vias 1084 \
    fp_util_pct 15.8 \
    ys_cells 151 \
    path_cells "clkdlybuf4s50_1" \
    diodes 0 \
    final_layout_size_suffix_gt1_share_pct 9.94 \
    yosys_area_um2 1530 \
    ys_seq_share_pct 47.9 \
    core_area_um2 9640 \
    min-delay-start "counter[31]" \
    whs_endpoint "counter[31]" \
    cts_tree "done" \
    first_pass_iters 4 \
    cp_max_fo 3 \
    avgSynthCellArea_um2 10.1 \
    drtIter0Drc 44 \
    maxCapViolations 0 \
    grt_max_degree 13 \
    slowest_delay_ns 0.50 \
    fin_tns_setup_ns 0 \
    postCtsHoldBufs 0 \
    cts_root_buf "clkbuf_8" \
    slowest_stage "clkdlybuf4s50_1" \
    io_buffers 3 \
    ys_types 26 \
    p_int_w 0.000457 \
    power_frac_comb_pct 0 \
    route.met2.wl_um 1120 \
    hold_viol_final 0 \
    cts_sinks 35 \
    grt_setup_unrepaired "no" \
    final_cell_mix "dfxtp_1 (32), xnor2_1 (25), nand3_1 (13), nand2_1 (13), nor2_1 (12)" \
    finalClockPeriodUsage_pct 47.4 \
    ctsResizeCount 0 \
    vias_per_cell 3.69 \
    grt_pass1_wl_um 4600 \
    hold_class "flip-flop to flip-flop" \
    grt_overflow 0 \
    antenna_found_initial 0 \
    power.switching_w 0.000114 \
    clkPwrFrac_pct 42.6 \
    cp_top_family "buffers and inverters" \
    netlist.area_leader.share_pct 42.0 \
    pre_cts_ws_ns 2.34 \
    slew_headroom_pct 40.1 \
    min_path_cells 1 \
    synth.largest_area_cell "dfxtp_1" \
    max-clock-path-buffers 2 \
    topCellsByArea "dfxtp_1 (42%), xnor2_1 (14%), edfxtp_1 (5.9%), nand3_1 (4.3%), nand4_1 (3.7%)" \
    design_area_um2 1810 \
    drc_errors 0 \
]
## cell families after synthesis
family                   count (synthesis)  synth area share [%]
XOR/XNOR                                31                  17.8
flip-flops                              35                  47.9
adder cells (fa/ha/maj)                  3                  2.46
AND/OR/NAND/NOR                         77                  30.6
buffers and inverters                    5                  1.31
## worst max-delay path by stage
stage,start,endpoint,slack [ns],depth (start not counted)
4_1_cts,Bit_Sel[0],Bit_Sel[0],2.23,1
6_report,Bit_Sel[0],Bit_Sel[0],2.26,1
5_1_grt,Bit_Sel[0],Bit_Sel[0],2.20,1
## power groups by stage
stage	registers [W]	logic, W	clock network (W)
CTS	0.000328	0.000000000236	0.000249
global route	0.000328	0.000000000236	0.000263
finish	0.000328	0.000000000236	0.000243
## routing by layer
metal,vias to the layer above,track usage [%]
li1,548,-
met1,512,5.42
met2,19,5.43
met3,5,0.863
met4,0,0.840
met5,-,0
## sequential cells by signal, summed over array words and instances, names as in the netlist
signal	flops
counter	32
Bit_Sel	3
## Yosys cell counts (all sizes together)
| cell | n |
|---|---|
| and4 | 1 |
| xor2 | 6 |
| and3 | 6 |
| nand4 | 11 |
| ha | 3 |
| and2 | 1 |
| xnor2 | 25 |
| nor4b | 1 |
| inv | 4 |
| nor2b | 1 |
| edfxtp | 3 |
| nor4 | 9 |
| dfxtp | 32 |
| nand2 | 13 |
| nand3 | 14 |
| buf | 1 |
| nor2 | 13 |
| nor3 | 7 |
## metrics by stage
stage               total power (W)  util, %
floorplan                  0.000335        -
global placement           0.000335     17.8
detailed placement         0.000335     17.8
CTS                        0.000577     18.8
global route               0.000591     18.8
finish                     0.000571     18.8
## cell type report
class	count	area (um^2)
clock inverters	1	5.00
fillers	1063	7830
well taps	133	166
inverters	4	15.0
flip-flops and latches	35	731
multi-input cells	111	776
clock buffers	7	86.3
repair buffers	3	30.0
Power figures rest on the tool's default switching activity, not on a simulated workload.
